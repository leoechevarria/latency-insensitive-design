===== design/flow/design.v =====
package axis_pkg;
    typedef struct packed {
        integer unsigned TDATA_BYTES;
        integer unsigned TID_WIDTH;
        integer unsigned TDEST_WIDTH;
        integer unsigned TUSER_WIDTH;
    } axis_parameters_t;
    localparam axis_parameters_t AXIS_PARAMETERS_DEFAULT = {
        32'd4,  
        32'd8,  
        32'd8,  
        32'd8   
    };
endpackage
module skid_buffer_core
#(
    parameter integer unsigned  NB_DATA = 32
)
(
    input  logic                i_clk,
    input  logic                i_rst_n,
    output logic                o_ready,
    input  logic                i_valid,
    input  logic [NB_DATA-1:0]  i_data,
    input  logic                i_ready,
    output logic                o_valid,
    output logic [NB_DATA-1:0]  o_data
);
    logic valid_d = 1'b0;
    logic [NB_DATA-1:0] aux_data = '0;
    always_ff @(posedge i_clk) begin
        if (~o_valid | i_ready) begin
            o_data <= o_ready ? i_data : aux_data;
        end
    end
    always_ff @(posedge i_clk) begin
        if (!i_rst_n) begin
            o_valid <= 1'b0;
        end else begin
            if (~o_ready | i_valid) begin
                o_valid <= 1'b1;
            end else if (i_ready) begin
                o_valid <= 1'b0;
            end
        end
    end
    always_ff @(posedge i_clk) begin
        if (o_ready) begin
            aux_data <= i_data;
        end
    end
    always_ff @(posedge i_clk) begin
        if (!i_rst_n) begin
            o_ready <= 1'b1;
        end else begin
            if (~o_valid | i_ready) begin
                o_ready <= 1'b1;
            end else if (i_valid) begin
                o_ready <= 1'b0;
            end
        end
    end
endmodule

===== design/flow/run.sh =====
#!/bin/bash
# OpenROAD 26Q1-2900-gdf79404cd8, Yosys 0.63+post, stock flow scripts
make -C /OpenROAD-flow-scripts/flow DESIGN_CONFIG=/design/flow/config.mk WORK_HOME=/design/flow/orfs finish

===== design/flow/constraint.sdc =====
current_design skid_buffer_core

set clk_period 2.6
set clk_io_pct 0.2

create_clock -name clk0 -period $clk_period [get_ports {i_clk}]

set non_clock_inputs [all_inputs -no_clocks]
set_input_delay [expr $clk_period * $clk_io_pct] -clock clk0 $non_clock_inputs
set_output_delay [expr $clk_period * $clk_io_pct] -clock clk0 [all_outputs]

===== design/flow/config.mk =====
export PLATFORM = sky130hd
export DESIGN_NAME = skid_buffer_core
export DESIGN_NICKNAME = skid_buffer_core
export VERILOG_FILES = /design/flow/design.v
export SDC_FILE = /design/flow/constraint.sdc
export NUM_CORES = 4
export LEC_CHECK = 1
export CORE_UTILIZATION = 50

==> impl_table.tex <==
% Synthesis and place-and-route results
\begin{tabular}{lr}
\hline
Metric & Value \\
\hline
\multicolumn{2}{l}{\textbf{Clock tree}} \\
Clock latency on the worst-skew pair & about 0.32 ns \\
Total CTS buffers & 9 \\
Maximum root-to-sink buffer count & 2 \\
Clock transition at the registers of the reported paths & roughly 0.06 ns \\
CTS Sinks & $\sim$66 \\
H-Tree Level Count & 3 \\
Number of instances resized during post-cts repair & 0 \\
Cts hold-fix bufs & 0 \\
TritonCTS clock tree & yes \\
Clock root cell & clkbuf\_8 \\
Post-CTS Repair Setup Buffers & 0 \\
\multicolumn{2}{l}{\textbf{Setup path}} \\
R2R Setup Slk & about 1.3 ns \\
Required time of the worst setup path & about 2.1 ns \\
CP Launch Point & o\_ready\$\_SDFFE\_PP1P\_ \\
Worst setup path end & o\_ready \\
Critical Path AT & 1.46 ns \\
Reg-to-Reg Start & o\_ready\$\_SDFFE\_PP1P\_ \\
Maximum net fanout on the critical path & 22 \\
WS Path Type & reg -> out \\
Endpoint type of the worst setup path & primary output \\
RR Endpoint & o\_data[5]\$\_DFFE\_PP\_ \\
Worst Setup Start Kind & flip-flop \\
Worst R2R Path Depth & 2 \\
\multicolumn{2}{l}{\textbf{Synthesis}} \\
Seq share, synth & approximately 80\% \\
Main logic family after synthesis & multiplexers \\
Synthesized netlist cell count & about 110 \\
Yosys stat cell total & roughly 110 \\
Simple-gate portion of the synthesized area & under 10\% \\
Cell Area, Synth & roughly 2100 µm² \\
Biggest area consumer among synthesized cells & edfxtp\_1 \\
Ys flops & 66 \\
Per-instance average area after synthesis & approximately 20 µm² \\
Number of unique standard cell types used by synthesis & 9 \\
Top cells by area, synth & edfxtp\_1, dfxtp\_1, mux2\_2, buf\_6, mux2\_1 \\
And-or/or-and share of the synthesized area & less than 1\% \\
Area share of the leading cell type in the synthesized netlist & 46.1\% \\
Ys Warns & 1 \\
Multiplexer share of the synthesized area & 17.3\% \\
Adder share & 0\% \\
Xor and xnor fraction of the mapped netlist area & 0\% \\
Post-synth area from yosys stat & about 2100 µm² \\
\multicolumn{2}{l}{\textbf{Die}} \\
Io pins & 70 \\
Die area & roughly 4400 µm² \\
Floorplan die height & between 60 and 70 µm \\
Floorplan Utilization & between 50\% and 60\% \\
Core region area & 4000 µm² \\
Die width & 66.6 µm \\
Standard-cell row count & 23 \\
\multicolumn{2}{l}{\textbf{Drt}} \\
DRT Wirelength & around 3200 µm \\
Antenna violation net count after detailed routing & 0 \\
DR vias & $\sim$1100 \\
Violation count after the first detailed-routing iteration & about 48 \\
Vias per std cell & about 4.7 \\
Router iterations before antenna repair & 4 \\
DR DRC count & 0 \\
Detail-routed net length per standard cell & approximately 13 µm \\
Number of diodes & 0 \\
\multicolumn{2}{l}{\textbf{STA}} \\
Max Freq & around 500 MHz \\
Fin crit period & roughly 2.0 ns \\
Max-slew violation count & 0 \\
Largest clock skew in the final design & 0.00307 ns \\
Relative max-transition margin & 80.0\% \\
Final Worst Setup Slack & roughly 0.62 ns \\
Post-route fraction of the period consumed by the critical path & about three quarters \\
Setup repair after global routing missed its margin & no \\
Final Hold Fails & 0 \\
Setup total negative slack & 0 ns \\
Transition at the pin with the smallest max-transition slack & $\sim$0.3 ns \\
Total of endpoints with negative setup slack in the final report & 0 \\
\multicolumn{2}{l}{\textbf{Power}} \\
Power Density & slightly above 700 nW/µm² \\
Worst vdd rail ir drop & 0.478 mV \\
Static leakage & 1.17 nW \\
\multicolumn{2}{l}{\textbf{Layout}} \\
Fraction of layout cells with a size suffix above 1 & roughly 26\% \\
Layout overhead on the synthesized area & 45.1\% \\
\multicolumn{2}{l}{\textbf{Global route}} \\
Largest net degree at the start of global routing & 24 \\
Global-route wire length before repair & 5000 µm \\
Antenna violations before repair & 0 \\
GRT overflow & 0 \\
Vias in the first global route & $\sim$1100 \\
Total global routing track utilization & 16.9\% \\
\multicolumn{2}{l}{\textbf{Run}} \\
Number of warnings in the stage logs & 26 \\
Number of max-cap violations & 0 \\
\multicolumn{2}{l}{\textbf{Outcome}} \\
Run status & complete, no violations \\
\multicolumn{2}{l}{\textbf{Hold path}} \\
Type of the most critical hold path & reg -> reg \\
\multicolumn{2}{l}{\textbf{Placement}} \\
Post-placement worst setup slack & approximately 0.85 ns \\
Buffers added on ports & slightly below 70 \\
Total half-perimeter wirelength after legalization and detailed placement & between 2000 and 2500 µm \\
Final RePlAce weighted congestion & 0.705 \\
\hline
\end{tabular}
## area by class of cell
cell class,instances,area (µm²)
clock buffers,15,196
clock inverters,1,5.00
fillers,240,977
multi-input cells,36,397
flip-flops and latches,66,1640
well taps,50,62.6
repair buffers,73,721
## stage by stage
stage	power, mW	util (%)	instances	hold WS (ns)	area [µm²]
after floorplan	1.25	-	106	0.429	2080
final	2.17	75.6	241	0.460	3020
after detailed placement	1.39	70.5	225	0.449	2820
after global routing	2.26	75.6	241	0.470	3020
after CTS	2.20	75.6	241	0.464	3020
after global placement	1.38	70.5	225	0.436	2820
## layout by cell type (no fill, tap or decap), drive strengths merged
master / instances
clkdlybuf4s50: 69
nand2b: 1
edfxtp: 32
clkinv: 1
nor2b: 1
clkbuf: 15
a21boi: 1
mux2: 32
dfxtp: 34
buf: 4
or3b: 1
## critical path: stages (launching register included)
cell and delay (ns):
dfxtp_1 0.33, buf_4 0.29, clkdlybuf4s50_1 0.52
## kinds of logic after synthesis
kind of cell	count (synthesis)
AND-OR/OR-AND	1
buffers and inverters	4
flip-flops	66
multiplexers	32
AND/OR/NAND/NOR	3
## synth_stat cells
master / instances
dfxtp_1: 34
buf_6: 4
mux2_2: 29
or3b_1: 1
a21boi_0: 1
mux2_1: 3
nor2b_4: 1
nand2b_1: 1
edfxtp_1: 32
## where the power goes
group          leakage (nW)  internal (mW)  switching, mW  total (mW)
Sequential            0.618           1.17         0.0181        1.19
Combinational         0.442          0.138         0.0401       0.178
Clock                 0.106          0.475          0.326       0.802
## metal layers
| layer | vias to the layer above | track usage, % | wire length [µm] |
|---|---|---|---|
| li1 | 547 | - | - |
| met1 | 523 | 26.1 | 1320 |
| met2 | 48 | 24.4 | 1550 |
| met3 | 7 | 6.94 | 287 |
| met4 | 0 | 4.26 | 71 |
| met5 | - | 0 | 0 |
## worst min-delay path by stage
stage	from	cells past startpoint	slack [ns]	to
global route	aux_data[28]$_DFF_P_	1	0.47	aux_data[28]$_DFF_P_
CTS	aux_data[28]$_DFF_P_	1	0.46	aux_data[28]$_DFF_P_
finish	aux_data[28]$_DFF_P_	1	0.46	aux_data[28]$_DFF_P_
## registers in the layout (all words and copies together), names as in the netlist
register / count
o_ready: 1
o_valid: 1
aux_data: 32
o_data: 32
Power is estimated from default activity; no workload was simulated.
